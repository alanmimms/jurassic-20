==> design/flow/design.v <==
module mc10145(input bit a0, a1, a2, a3,
	       input bit d0, d1, d2, d3, nen, nwrite,
	       output bit q0, q1, q2, q3);
  bit [3:0] ram[0:15];
  bit [3:0] addr;
  bit cs, we;
  always_comb cs = !nen;
  always_comb we = cs && !nwrite;
  always_comb addr = {a0,a1,a2,a3};
  always_comb {q0,q1,q2,q3} = !we ? ram[addr] : 0;
  always_ff @(negedge we) begin
    ram[addr] <= {d0,d1,d2,d3};
  end
endmodule
==> design/flow/run.sh <==
#!/bin/bash
# OpenROAD 26Q1-2900-gdf79404cd8, Yosys 0.63+post, stock flow scripts
make -C /OpenROAD-flow-scripts/flow DESIGN_CONFIG=/design/flow/config.mk WORK_HOME=/design/flow/orfs finish
==> design/flow/config.mk <==
export PLATFORM = sky130hd
export DESIGN_NAME = mc10145
export DESIGN_NICKNAME = mc10145
export VERILOG_FILES = /design/flow/design.v
export SDC_FILE = /design/flow/constraint.sdc
export NUM_CORES = 4
export LEC_CHECK = 1
export CORE_UTILIZATION = 30
==> design/flow/constraint.sdc <==
current_design mc10145

set clk_period 5.2
set clk_io_pct 0.2

create_clock -name clk0 -period $clk_period

set non_clock_inputs [all_inputs -no_clocks]
set_input_delay [expr $clk_period * $clk_io_pct] -clock clk0 $non_clock_inputs
set_output_delay [expr $clk_period * $clk_io_pct] -clock clk0 [all_outputs]
==> impl_metrics.py <==
# Flow results
metrics = {
    "drt": {
        "ant_nets": 0,
        "drt-vias-per-instance": 4.93,
        "wl_per_cell_um": 17.6,
        "wl_mm": 4.27,
        "drc": 0,
        "vias": 1192,
        "dr.first_iter.drc_count": 57,
        "dr.pass1.iters": 4,
        "antenna_cells": 0,
    },
    "floorplan": {
        "initCoreUtil_pct": 31.3,
        "ioPinCount": 14,
        "die_height_um": 95.1,
        "die_w_um": 95.1,
        "fp.dieArea_um2": 9030,
        "core_area_um2": 8300,
        "rows": 33,
    },
    "job": {
        "log.warning_count": 32,
        "drv_cap": 0,
    },
    "hold_path": {
        "hp-class": "input port to output port",
    },
    "final_layout": {
        "largest_reg_flops": 64,
        "syn_to_final_growth_pct": 9.68,
        "largest-register": "ram",
        "layout-drive-gt1-share_pct": 11.7,
        "largestRegisters": "ram (64)",
    },
    "worst_setup_path": {
        "worstPathArrival_ps": 3280,
        "crit_type": "input port to output port",
        "crit_start": "a2",
        "end_kind": "output port",
        "cp_common_cell": "clkdlybuf4s50_1",
        "cpPeakStageDelay_ps": 850,
        "cp.required_ps": 4160,
        "cp_slowest_cell": "clkdlybuf4s50_1",
        "cp-start-kind": "input port",
        "crit_end": "q1",
        "path_cells": "clkdlybuf4s50_1 > buf_4 > mux4_2 > mux2i_1 > o22ai_1 > clkdlybuf4s50_1",
        "cp_max_fo": 15,
    },
    "power_and_ir_drop": {
        "power.internal_uw": 89.2,
        "seqPwrFrac_pct": 41.4,
        "ir_drop_mv": 0.0270,
        "cellPowerDensity_nw_per_um2": 47.2,
        "switching_share_pct": 33.7,
        "finalPower_uw": 134,
        "p_leak_uw": 0.000894,
        "p_comb_share_pct": 58.6,
        "power.share.clock_pct": 0,
        "switching_power_uw": 45.3,
    },
    "final_timing": {
        "unclocked_pins": 64,
        "maxSlewHeadroom_pct": 50.0,
        "tightestPinTransition_ps": 745,
        "rsz0062_at_grt": "no",
        "hold_viol_final": 0,
        "finalSetupViolations": 0,
        "setup_total_negative_slack_ps": 0,
        "hold_slack_ps": 3330,
        "untimed_endpoints": 128,
        "maxSlewViolCount": 0,
        "fin_crit_ps": 4320,
        "worst_slack_ps": 876,
        "period_used_pct": 83.2,
        "max_freq_mhz": 231,
    },
    "synthesis": {
        "yosys_cells": 125,
        "yosys.area.top_type": "edfxtp_1",
        "topCellsByArea": "edfxtp_1 74%, mux4_2 7.8%, mux4_1 7.1%",
        "syn_area_per_cell_um2": 20.8,
        "synthCells": 125,
        "ys_ff": 64,
        "ys.warnings.count": 1,
        "ys_types": 16,
        "ys_area_um2": 2600,
        "top_area_share_pct": 74.0,
        "synth.cell_area_um2": 2600,
        "ys_seq_share_pct": 74.0,
    },
    "placed_design": {
        "dp_hpwl_mm": 3.19,
        "gp_congestion": 0.793,
        "io_buffers": 14,
        "dpl_worst_slack_ps": 839,
    },
    "global_route": {
        "grt_pass1_vias": 1269,
        "overflow": 0,
        "antenna_found_initial": 0,
        "grt_pass1_wl_mm": 6.80,
        "grt_max_degree": 36,
        "grt_use_total_pct": 11.0,
    },
    "status": {
        "status": "completed",
    },
    "clocking": {
        "postCtsHoldBufs": 0,
        "cts_resized": 0,
        "cts_setup_buffers": 0,
    },
}
[synth_stat cells (all sizes together)]
cell	n
mux4	16
nand2	3
edfxtp	64
nor3	6
nor4	1
clkbuf	1
nor2	9
buf	7
or2	1
nand2b	5
o22ai	4
mux2i	8
[worst min path at each step]
| stage | to | from | slack, ps | depth (start not counted) |
|---|---|---|---|---|
| finish | q0 | a1 | 3330 | 4 |
| global route | q0 | a1 | 3430 | 4 |
| CTS | q0 | a1 | 3340 | 4 |
[cell type report]
type | instances | area [um^2]
tap | 105 | 131
fill | 761 | 5450
sequential | 64 | 1920
timing repair buffer | 20 | 185
multi-input combinational | 53 | 611
[through the flow]
step	instance area [um^2]	util [%]	std cells
final	2850	34.3	242
after global routing	2850	34.3	242
after CTS	2850	34.3	242
after detailed placement	2850	34.3	242
after global placement	2850	34.3	242
after floorplan	2600	-	125
[power groups by stage]
stage / clock, uW / combinational [uW] / sequential (uW)
after CTS: 0 / 80.1 / 56.0
after global routing: 0 / 86.5 / 57.1
final: 0 / 78.8 / 55.7
[layout by cell type (no fill, tap or decap), types with 4 or more instances in the layout]
| cell | count |
|---|---|
| buf_4 | 6 |
| clkdlybuf4s50_1 | 14 |
| edfxtp_1 | 64 |
| mux2i_1 | 8 |
| mux4_1 | 7 |
| mux4_2 | 9 |
| nand2b_1 | 5 |
| nor2_1 | 9 |
| nor3_1 | 6 |
| o22ai_1 | 4 |
[routing by layer]
| layer | GRT usage, % | share of wire, % | vias up | routed length [um] |
|---|---|---|---|---|
| li1 | - | - | 536 | - |
| met1 | 16.4 | 39 | 588 | 1680 |
| met2 | 17.2 | 49 | 61 | 2090 |
| met3 | 3.81 | 9.9 | 7 | 422 |
| met4 | 1.52 | 1.7 | 0 | 74 |
| met5 | 0 | 0 | - | 0 |
[worst max-delay path, delay by kind of cell]
family	cells	cell delay (ps)
multiplexers	2	500
buffers and inverters	3	1610
AND-OR/OR-AND	1	130
[kinds of logic (layout without fill, tap and decap cells)]
kind of cell / count (synthesis) / after routing / synth area share (%)
flip-flops: 64 / 64 / 74.0
AND/OR/NAND/NOR: 25 / 25 / 4.58
buffers and inverters: 8 / 20 / 2.50
multiplexers: 24 / 24 / 18.0
AND-OR/OR-AND: 4 / 4 / 0.963
