**design.v**
```verilog
module mc10144(input bit a0, a1, a2, a3, a4, a5, a6, a7,
	       input bit d, nen1, nen2, nen3, nwrite,
	       output bit q);
  bit ram[0:255];
  bit [7:0] addr;
  always_comb begin
    q = (!(nen1 | nen2 | nen3) && nwrite) ? ram[{a0,a1,a2,a3,a4,a5,a6,a7}] : 0;
  end
  always_ff @(negedge nwrite) begin
    if (!(nen1 | nen2 | nen3)) ram[{a0,a1,a2,a3,a4,a5,a6,a7}] <= d;
  end
endmodule
```
**run.sh**
```bash
#!/bin/bash
# OpenROAD 26Q1-2900-gdf79404cd8, Yosys 0.63+post, stock flow scripts
make -C /OpenROAD-flow-scripts/flow DESIGN_CONFIG=/design/flow/config.mk WORK_HOME=/design/flow/orfs finish
```
**config.mk**
```make
export PLATFORM = sky130hd
export DESIGN_NAME = mc10144
export DESIGN_NICKNAME = mc10144
export VERILOG_FILES = /design/flow/design.v
export SDC_FILE = /design/flow/constraint.sdc
export NUM_CORES = 4
export LEC_CHECK = 1
export CORE_UTILIZATION = 30
```
**constraint.sdc**
```tcl
current_design mc10144

set clk_period 4.5
set clk_io_pct 0.2

create_clock -name clk0 -period $clk_period [get_ports {nwrite}]

set non_clock_inputs [all_inputs -no_clocks]
set_input_delay [expr $clk_period * $clk_io_pct] -clock clk0 $non_clock_inputs
set_output_delay [expr $clk_period * $clk_io_pct] -clock clk0 [all_outputs]
```
==> qor.log <==
INFO  worst_setup_path critPathMaxFanout=2
INFO  final_layout   top_regs=ram x256
INFO  synthesis      enable_flop_cells=256
INFO  floorplan      die_height=195um
INFO  synthesis      yosys_warnings=1
INFO  worst_setup_path timing.critical_path.cells=mux4_2, a2111oi_4, nor3_2, o21ai_1, a41oi_2, o32a_1, buf_2
INFO  worst_setup_path critical_path_arrival=5.05ns
INFO  sta            timing.final.ws_setup=-1.45ns
INFO  global_route   grt_overflow_total=0
INFO  cts            cts_hold_buf=0
INFO  sta            setup-violations-final=3
INFO  floorplan      io_pins=14
INFO  power_and_ir_drop power_leakage=0.00594uW
INFO  drt            vias_per_cell=4.71
INFO  worst_setup_path cp_slowest_cell=sky130_fd_sc_hd__mux4_2
INFO  synthesis      synth_top_cell_by_area=sky130_fd_sc_hd__edfxtp_1
INFO  placed_design  gp_congestion=0.810
INFO  sta            worst_slew_pin_slew=0.792ns
INFO  final_layout   area_growth=40.3%
INFO  synthesis      synth-seq-area-share=68.5%
INFO  cts            post-cts-setup-buffers=0
INFO  synthesis      yosys_most_used_dff=sky130_fd_sc_hd__edfxtp_1
INFO  worst_setup_path critPathRequiredTime=3.60ns
INFO  floorplan      chipWidth=195um
INFO  final_layout   drive_above_1_share=35.1%
INFO  power_and_ir_drop vdd_ir_drop_max=0.247mV
INFO  global_route   antenna_found_initial=1
INFO  sta            hold_viol=0
INFO  drt            drt-total-wl=26800um
INFO  drt            total_number_of_vias=7544
INFO  cts            path_clk_slew=0.03ns
INFO  placed_design  place_worst_setup_slack=-0.898ns
INFO  status         run_status=complete, but fails checks
INFO  drt            iter_0_drt_violations=430
INFO  sta            max-slew-margin-rel=47.1%
INFO  floorplan      num_rows=70
INFO  synthesis      numSynthFlops=256
INFO  placed_design  place_hpwl=16200um
INFO  global_route   grt_pass1_vias=8498
INFO  worst_setup_path worst_setup_path_end_kind=output port
INFO  power_and_ir_drop power_per_cell_area=407nW/um2
INFO  synthesis      synthMostInstantiatedCell=sky130_fd_sc_hd__nor2_1
INFO  synthesis      synthArstFlopShare=0%
INFO  worst_setup_path critical_path.top_delay_family=AND-OR/OR-AND gates
INFO  synthesis      synth.yosys.num_cells=775
INFO  synthesis      yosys.stat.chipArea=11200um2
INFO  synthesis      post_synth_inst_count=775
INFO  final_layout   largest-register=ram
INFO  drt            routed_wire_length_per_instance=16.7um
INFO  worst_setup_path crit_path_start_kind=flop
INFO  floorplan      chipArea=38200um2
INFO  status         failing_checks=setup timing
INFO  synthesis      commonest_cells_in_the_netlist=sky130_fd_sc_hd__nor2_1 (262), sky130_fd_sc_hd__edfxtp_1 (256), sky130_fd_sc_hd__mux4_2 (54)
INFO  sta            setup_repair_after_global_routing_missed_its_margin=true
INFO  synthesis      synth.cell_area=11200um2
INFO  worst_setup_path cp.buffers_inverters=1
INFO  sta            hold_slack_final=2.73ns
INFO  floorplan      fp-utilization=30.6%
INFO  sta            timing_max_transition_violations_final=0
INFO  run            max_cap_viol_count=0
INFO  synthesis      syn-mean-instance-area=14.5um2
INFO  synthesis      ys_top_cells_by_area=sky130_fd_sc_hd__edfxtp_1 (69%), sky130_fd_sc_hd__mux4_2 (11%), sky130_fd_sc_hd__nor2_1 (8.8%), sky130_fd_sc_hd__mux2i_1 (1.4%), sky130_fd_sc_hd__mux4_1 (1.4%)
INFO  floorplan      fp.coreArea=36700um2
INFO  synthesis      yosysUniqueCellTypes=43
INFO  worst_setup_path setup.worst_path.class=reg2out
INFO  worst_setup_path max_stage_delay=0.51ns
INFO  drt            route.detailed.drc=0
INFO  final_layout   number_of_flip_flops_in_the_largest_register=256
INFO  cts            tritoncts_clock_tree=built
INFO  synthesis      synthDominantCellAreaShare=68.5%
INFO  global_route   largest_net_degree_at_the_start_of_global_routing=89
INFO  run            log.warning_count=32
INFO  drt            antenna_nets_post_route=0
INFO  global_route   grt_first_pass_wirelength=42600um
INFO  final_layout   finish.utilization=42.9%
INFO  drt            first_pass_iters=4
INFO  global_route   grt.total_usage=15.6%
INFO  placed_design  placement.io_buffers=13
INFO  hold_path      worst_hold_path_class=clk2out
layout by cell type (no fill, tap or decap), drive strengths merged, types with 2 or more instances in the layout:
cell	count
bufinv	2
mux4	60
nor2b	9
nand4	3
o22a	3
a221oi	8
o211ai	2
nor2	262
mux2	3
o32ai	3
a22oi	2
clkbuf	41
inv	267
nor3	4
clkinv	3
o21ai	10
o221ai	2
o22ai	3
or2	2
edfxtp	256
buf	94
a2111oi	2
nand2b	2
clkinvlp	8
a21oi	5
nand2	29
clkdlybuf4s50	8
mux2i	16
nand3	14
stage by stage:
stage | instance area [um2] | setup TNS (ns) | cells | total power (uW)
floorplan | 12300 | -21.99 | 775 | 3210
global placement | 13500 | -97.36 | 1285 | 3340
detailed placement | 13500 | -100.02 | 1285 | 3340
CTS | 15700 | -1.51 | 1602 | 6540
global route | 15700 | -1.57 | 1602 | 6850
finish | 15700 | -1.45 | 1603 | 6410
timing repair:
| action | CTS | global route |
|---|---|---|
| endpoints found under the hold margin | 0 | 0 |
| pin swaps | 5 | 2 |
| gates cloned | 0 | 0 |
| resized | 15 | 8 |
| setup endpoints to repair | 4 | 3 |
per-layer routing:
| metal | up-vias | global-route usage, % | wire [um] |
|---|---|---|---|
| met5 | - | 0 | 0 |
| li1 | 3572 | - | - |
| met4 | 0 | 6.45 | 545 |
| met1 | 3618 | 18.3 | 10300 |
| met2 | 314 | 22.6 | 13000 |
| met3 | 40 | 10.6 | 2960 |
cells by family (layout without fill, tap and decap cells):
family | Yosys count | count (layout) | share of synthesized area [%]
DFF | 256 | 256 | 68.5
muxes | 79 | 79 | 14.0
other | 0 | 1 | 0
and+or+nand+nor | 331 | 331 | 11.8
AOI/OAI and AO/OA | 45 | 45 | 2.89
buffers and inverters | 64 | 423 | 2.83
layout make-up:
cell class	instances	area (um2)
Fill cell	3173	21000
Sequential cell	256	7690
Multi-Input combinational cell	455	3980
Timing Repair Buffer	101	1330
Clock inverter	277	1110
Clock buffer	42	1030
Tap cell	468	586
Inverter	3	12.5
Antenna cell	1	2.50
worst min-delay path, stage by stage:
cell and delay, ns:
sky130_fd_sc_hd__clkbuf_16 0.10, sky130_fd_sc_hd__clkbuf_16 0.11, sky130_fd_sc_hd__clkbuf_16 0.11, sky130_fd_sc_hd__clkbuf_16 0.11
sky130_fd_sc_hd__clkbuf_16 0.11, sky130_fd_sc_hd__clkbuf_16 0.11, sky130_fd_sc_hd__clkbuf_16 0.11, sky130_fd_sc_hd__clkbuf_16 0.10
sky130_fd_sc_hd__nand2_1 0.06, sky130_fd_sc_hd__clkbuf_16 0.15, sky130_fd_sc_hd__clkbuf_16 0.13, sky130_fd_sc_hd__a41oi_2 0.24
sky130_fd_sc_hd__o32a_1 0.24, sky130_fd_sc_hd__buf_2 0.12
where the power goes:
group	internal, uW	switching, uW	total [uW]
clock	1930	1510	3440
sequential	2650	0.307	2650
combinational	139	189	327
total	4720	1700	6410
final timing paths:
check | from | endpoint | slack (ns) | depth (start not counted)
max | ram[173] | q | -1.45 | 7
min | nwrite | q | 2.73 | 14
Power figures rest on the tool's default switching activity, not on a simulated workload.
