### flow/design.v
module mc10181(input bit s8,s4,s2,s1, boole, cin,
               input bit a8,a4,a2,a1, b8,b4,b2,b1,
               output bit f8,f4,f2,f1, cg, cp, cout);
  bit [3:0] G, P;
  bit notGG;
  bit [3:0] A;
  bit [3:0] B;
  always_comb begin
    A = {a8,a4,a2,a1};
    B = {b8,b4,b2,b1};
    G = ~(~({4{s8}} | B | A) | ~({4{s4}} | A | ~B));
    P = ~(~(~B | {4{s2}}) | ~({4{s1}} | B) | ~A);
    f8 = ~(G[3] ^ P[3] ^ (~(boole | G[2]) |
			  ~(boole | P[2] | G[1]) |
			  ~(boole | P[2] | P[1] | G[0]) |
			  ~(boole | P[2] | P[1] | P[0] | cin)));
    f4 = ~(G[2] ^ P[2] ^ (~(boole | G[1]) |
			  ~(boole | P[1] | G[0]) |
			  ~(boole | P[1] | P[0] | cin)));
    f2 = ~(G[1] ^ P[1] ^ (~(boole | G[0]) |
			  ~(boole | P[0] | cin)));
    f1 = ~(G[0] ^ P[0] ^ (~(boole | cin)));
    notGG = ~G[3]  |
            ~(P[3] | G[2]) |
            ~(P[3] | P[2]  | G[1]) |
            ~(P[3] | P[2]  | P[1]  | G[0]);
    cg = ~notGG;
    cp = P[3] | P[2] | P[1] | P[0];
    cout = ~(notGG | ~(P[3] | P[2] | P[1] | P[0] | cin));  
  end
endmodule  
### flow/run.sh
#!/bin/bash
# OpenROAD 26Q1-2900-gdf79404cd8, Yosys 0.63+post, stock flow scripts
make -C /OpenROAD-flow-scripts/flow DESIGN_CONFIG=/design/flow/config.mk WORK_HOME=/design/flow/orfs finish
### flow/config.mk
export PLATFORM = sky130hd
export DESIGN_NAME = mc10181
export DESIGN_NICKNAME = mc10181
export VERILOG_FILES = /design/flow/design.v
export SDC_FILE = /design/flow/constraint.sdc
export NUM_CORES = 4
export LEC_CHECK = 1
export CORE_AREA = 10 10 70 70
export DIE_AREA = 0 0 80 80
### flow/constraint.sdc
current_design mc10181

set clk_period 3.2
set clk_io_pct 0.2

create_clock -name clk0 -period $clk_period

set non_clock_inputs [all_inputs -no_clocks]
set_input_delay [expr $clk_period * $clk_io_pct] -clock clk0 $non_clock_inputs
set_output_delay [expr $clk_period * $clk_io_pct] -clock clk0 [all_outputs]
==> results.sh <==
# physical design summary
export IMPL_comb_power_share_pct=100.0
export IMPL_drtAntennaViolNets=0
export IMPL_total_number_of_placement_rows=21
export IMPL_nClkBuffers=0
export IMPL_met2WireLength_um=535
export IMPL_fraction_of_post_synthesis_cell_area_in_the_top_cell_type_by_area_pct=11.8
export IMPL_internal_power_uw=66.5
export IMPL_route_layer_met1_wl_um=538
export IMPL_timing_max_cap_violations=0
export IMPL_timing_critical_path_required_ns=2.56
export IMPL_top_layer_used="met3"
export IMPL_worst_hold_path_num_cells=5
export IMPL_common_cells="a21oi_1, xnor2_1"
export IMPL_gp_congestion=0.744
export IMPL_cts_hold_buffers=0
export IMPL_grt_pass1_wl_um=1850
export IMPL_post_synth_num_cell_types=21
export IMPL_route_antenna_diode_count=0
export IMPL_via_per_inst=3.32
export IMPL_post_synth_top_count_cell="a21oi_1"
export IMPL_syn_area_per_cell_um2=7.26
export IMPL_netlist_top_cells_area="xnor2_1, a21oi_1, mux2i_1"
export IMPL_count_of_mapped_cells_out_of_synthesis=41
export IMPL_numPortBuffers=21
export IMPL_post_route_drc_count=0
export IMPL_yosys_warnings=1
export IMPL_yosys_stat_chipArea_um2=298
export IMPL_maximum_number_of_pins_on_one_net_before_global_route_repair=6
export IMPL_p_seq_share_pct=0
export IMPL_global_route_usage_total_pct=3.44
export IMPL_grt_ovfl_total=0
export IMPL_post_place_ws_ns=0.0115
export IMPL_fin_ws_ns=0.0387
export IMPL_cellPowerDensity_nw_per_um2=169
export IMPL_nFillCells=385
export IMPL_hold_violations=0
export IMPL_worst_hold_slack_ns=2.26
export IMPL_critPathCaptureType="primary output"
export IMPL_fp_coreArea_um2=3420
export IMPL_placed_wire_length_estimate_um=1050
export IMPL_design_die_area_um2=6400
export IMPL_wl_met3_um=59
export IMPL_tightestPinTransition_ns=0.458
export IMPL_area_growth_syn_to_layout_pct=108
export IMPL_worst_path_max_fanout=3
export IMPL_power_frac_clock_pct=0
export IMPL_route_vias_total=372
export IMPL_final_min_clock_period_ns=3.16
export IMPL_seq_cell_count=0
export IMPL_warning_count=33
export IMPL_clock_fmax_ghz=0.316
export IMPL_drt_total_wl_um=1130
export IMPL_pin_count=21
export IMPL_timing_worst_setup_path_type="input pin to primary output"
export IMPL_startpoint_type="input pin"
export IMPL_timing_max_transition_violations_final=0
export IMPL_status="complete, no violations"
export IMPL_cp_data_arrival_time_ns=2.52
export IMPL_report_final_setup_viol=0
export IMPL_number_of_antenna_violations_at_the_first_check_in_global_routing=0
export IMPL_syn_area_um2=298
export IMPL_timing_hold_worst_class="input pin to primary output"
export IMPL_power_switching_uw=38.3
export IMPL_synth_sequential_area_ratio_pct=0
export IMPL_first_iter_violations=4
export IMPL_die_height_um=80
export IMPL_ir_worst_vdd_mv=0.0506
export IMPL_share_of_final_layout_standard_cells_stronger_than_drive_strength_1_pct=18.2
export IMPL_floorplan_die_width_um=80
export IMPL_synth_top_cell_by_area="xnor2_1"
export IMPL_post_detailed_route_wirelength_per_cell_um=10.1
export IMPL_drt_pass1_iter_count=3
export IMPL_core_util_floorplan_pct=8.72
export IMPL_max_slew_headroom_at_the_worst_pin_pct=69.3
export IMPL_grt_pass1_vias=395
export IMPL_leakage_nw=0.224
export IMPL_final_seq_area_um2=0
export IMPL_grt_setup_unrepaired="true"
export IMPL_netSwitchingFraction_pct=36.5
export IMPL_synth_cells_yosys=41
export IMPL_post_route_period_util_pct=98.8
[kinds of logic after synthesis]
| kind of cell | after synthesis | synth area share, % |
|---|---|---|
| buffers and inverters | 3 | 3.78 |
| AND-OR/OR-AND | 20 | 51.3 |
| XOR/XNOR | 4 | 11.8 |
| multiplexers | 5 | 19.3 |
| AND/OR/NAND/NOR | 9 | 13.9 |
[path summary, 6_finish.rpt]
kind,end,startpoint
max,f8,b1
min,f4,b4
[routing by layer]
layer / up-vias / GRT usage [%]
met5: - / 0
met4: 0 / 0
met3: 0 / 0.682
met2: 10 / 5.86
met1: 155 / 4.61
li1: 207 / -
[final cells by class]
class	instances	area, um^2	share of cell area, %
Inverter	3	11.3	1.81
Timing Repair Buffer	25	243	39.1
Tap cell	46	57.6	9.27
Multi-Input combinational cell	38	309	49.8
[what timing repair did]
| item | CTS | global route |
|---|---|---|
| hold endpoints to repair | 0 | 0 |
| pin swaps | 0 | 0 |
| setup buffers | 0 | 0 |
| setup endpoints to repair | 1 | 4 |
| resized | 1 | 3 |
[critical path, stage by stage]
cell             delay (ns)
clkdlybuf4s50_1        0.50
mux2_4                 0.33
a21oi_4                0.16
o21bai_2               0.10
o22ai_2                0.16
xnor2_1                0.13
clkdlybuf4s50_1        0.49
[through the flow]
stage / area [um^2] / setup TNS (ns) / power (mW) / util (%) / std cells
2_1_floorplan: 298 / 0 / 0.0385 / - / 41
3_3_place_gp: 596 / 0 / 0.103 / 17.4 / 112
3_5_place_dp: 596 / 0 / 0.103 / 17.4 / 112
4_1_cts: 602 / 0 / 0.104 / 17.6 / 112
5_1_grt: 621 / -0.0787 / 0.115 / 18.2 / 112
6_report: 621 / 0 / 0.105 / 18.2 / 112
[power by group through the flow]
stage | registers [mW] | logic [mW] | clock network [mW]
CTS | 0 | 0.104 | 0
global route | 0 | 0.115 | 0
finish | 0 | 0.105 | 0
[cell usage in the layout, fill, tap and decap left out, types with 2 or more instances in the layout]
cell	instances
o21ai_1	2
buf_4	4
inv_1	3
nor2_1	3
o22ai_2	2
a21oi_1	5
clkdlybuf4s50_1	20
nand2_1	3
a211oi_1	2
a22o_1	2
xnor2_1	4
nor2b_1	3
mux2i_1	2
Power figures rest on the tool's default switching activity, not on a simulated workload.
